==> design/flow/design.v <==
module fifo(
   dout, full, empty,  
   clk, rst, r, w, din
   );
   parameter DATA_WIDTH = 32;
   parameter ADDR_WIDTH = 3;
   input     clk;
   input     rst;
   input     r;
   input     w;
   wire [(DATA_WIDTH-1):0] dout2;
   output [(DATA_WIDTH-1):0] dout;
   input [(DATA_WIDTH-1):0]  din;
   output 		     full;
   output 		     empty;
   reg [ADDR_WIDTH:0] 	     w_ptr, r_ptr;
   wire 		     r_mem, w_mem;
   assign dout = empty ? {(DATA_WIDTH-1){1'b0}} : dout2;
   assign full = (w_ptr[(ADDR_WIDTH-1):0] == r_ptr[(ADDR_WIDTH-1):0]) 
   && (w_ptr[ADDR_WIDTH] != r_ptr[ADDR_WIDTH]);
   assign 		     empty = (w_ptr == r_ptr);
   assign r_mem = (r && !empty) || (r && w);
   assign w_mem = (w && !full) || (r && w);
   always@(posedge clk)
     begin
	if(rst)
	  begin
	     w_ptr <= 'd0;
	     r_ptr <= 'd0;
	  end
	else
	  begin
	     w_ptr <= (w && !full) ? w_ptr + 1 : w_ptr;
	     r_ptr <= (r && !empty) ? r_ptr + 1 : r_ptr;
	  end
     end
   fifo_storage #(DATA_WIDTH,ADDR_WIDTH ) m0
   (
	   .r_data			(dout2),
	   .clk				(clk),
	   .r_addr			(r_ptr[(ADDR_WIDTH-1):0]),
	   .w_addr			(w_ptr[(ADDR_WIDTH-1):0]),
	   .w_data			(din),
	   .w				(w_mem)
    );
endmodule  
module fifo_storage(
   r_data,
   clk, r_addr, w_addr, w_data,  w
   );
   parameter DATA_WIDTH = 32;
   parameter ADDR_WIDTH = 3;
   parameter RAM_DEPTH = 1 << ADDR_WIDTH;
   input clk;
   input [(ADDR_WIDTH-1):0] r_addr;
   input [(ADDR_WIDTH-1):0] w_addr;
   input [(DATA_WIDTH-1):0] w_data;
   output[(DATA_WIDTH-1):0] r_data;
   input w;
   reg [(DATA_WIDTH-1):0] mem [(RAM_DEPTH-1):0];
   assign 		  r_data = mem[r_addr];
   always@(posedge clk)
     begin
	mem[w_addr] <= w ? w_data : mem[w_addr];
     end
endmodule  
==> design/flow/run.sh <==
#!/bin/bash
# OpenROAD 26Q1-2900-gdf79404cd8, Yosys 0.63+post, stock flow scripts
make -C /OpenROAD-flow-scripts/flow DESIGN_CONFIG=/design/flow/config.mk WORK_HOME=/design/flow/orfs finish
==> design/flow/config.mk <==
export PLATFORM = sky130hd
export DESIGN_NAME = fifo
export DESIGN_NICKNAME = fifo
export VERILOG_FILES = /design/flow/design.v
export SDC_FILE = /design/flow/constraint.sdc
export NUM_CORES = 4
export LEC_CHECK = 1
export CORE_UTILIZATION = 30
==> design/flow/constraint.sdc <==
current_design fifo

set clk_period 6.7
set clk_io_pct 0.2

create_clock -name clk0 -period $clk_period [get_ports {clk}]

set non_clock_inputs [all_inputs -no_clocks]
set_input_delay [expr $clk_period * $clk_io_pct] -clock clk0 $non_clock_inputs
set_output_delay [expr $clk_period * $clk_io_pct] -clock clk0 [all_outputs]
==> results_dict.tcl <==
# flow metrics
set metrics [dict create \
    status "finished, final reports clean" \
    power.static_leakage_uw 0.00388 \
    wl_met3_um 3040 \
    route.antenna.remaining_nets 0 \
    number_of_hold_slack_violations_in_the_final_timing_report 0 \
    die.size.y_um 189 \
    clockBufferDepth 3 \
    mi_logic_area_um2 2540 \
    worst_r2r_startpoint "w_ptr[2]$_SDFFE_PP0P_" \
    sequential_cell_area_um2 7920 \
    clkSlewWorstSetupHoldPaths_ns 0.06 \
    cts_hold_repair.buffers 0 \
    yosys-dominant-comb-family "multiplexers" \
    postCtsResizedCells 0 \
    r2r_cells 5 \
    drt-vias-per-instance 4.74 \
    postLayoutCoreUtil 0.369 \
    cts_inserted_buffers 27 \
    syn_inst 490 \
    io_buffer_count 69 \
    fp_util 0.304 \
    antenna_cells_inserted 0 \
    post-dp-hpwl_um 12300 \
    grt_setup_unrepaired "false" \
    detail_route.iter0.violations 262 \
    fp.coreArea_um2 34500 \
    power.total_uw 3920 \
    route.final.wire_length_um 21200 \
    m1WireLength_um 7300 \
    ys_seq_frac 0.752 \
    fp.dieArea_um2 35800 \
    wl_per_cell_um 20.2 \
    chipWidth_um 189 \
    tightestPinTransition_ns 0.766 \
    ratio_of_cells_with_drive_above_1_in_the_final_layout 0.244 \
    fin_tns_setup_ns 0 \
    fillers 3118 \
    timing.critical_path.arrival_ns 3.35 \
    stage_log_warnings 25 \
    synth_adder_area_share 0.00238 \
    largest_net_degree_at_the_start_of_global_routing 53 \
    share_of_synthesized_cell_area_in_and_or_nand_and_nor_gates 0.0312 \
    syn_warnings 2 \
    cts_tree "built" \
    track_usage 0.132 \
    grt_remaining_overflow 0 \
    pre_cts_ws_ns 2.49 \
    worst_skew_pair.late_latency_ns 0.53 \
    fmax_ghz 0.213 \
    end_kind "output pin" \
    wl_met2_um 10500 \
    ys_types 40 \
    report.final.slew_viol_count 0 \
    hold-path-cell-count 2 \
    yosys.area_share.aoi 0.0124 \
    timing.final.crit_share 0.700 \
    numClockSinks 267 \
    dr.pass1.iters 4 \
    yosys_area_um2 10500 \
    global_route_wire_length_before_repair_um 32800 \
    powerDensity_nw_per_um2 307 \
    skew_ns 0.0155 \
    setup_slack_ns 2.01 \
    clock_tree.htree_level_count 1 \
    rows 68 \
    max_cap_viol 0 \
    worst-setup-path-type "reg2out" \
    gp_congestion 0.728 \
    area.growth.synth_to_final_pct 21.4 \
    route.top_layer_used "met5" \
    maximum_resistive_drop_on_vdd_uv 194 \
    post-cts-setup-buffers 0 \
    vias 4993 \
    hp-start "r_ptr[1]$_SDFFE_PP0P_" \
    grt_pass1_vias 5760 \
    ys_sh_xor 0.00881 \
    synth_area_um2 10500 \
    hold_class "reg2reg" \
    ys_sh_mux 0.177 \
    floorplan.io_pins 70 \
    synth_area_per_cell_um2 21.5 \
    synth_flop_count 267 \
    critical_path_required_ns 5.36 \
    timing.slew.headroom 0.489 \
    post_synthesis_cell_count_from_yosys 490 \
    critical_path.startpoint_type "flop" \
    detail_route.drc_violations 0 \
    grt_antenna_before_repair 1 \
    timing.final.setup_violations 0 \
    critical_path.max_fanout 37 \
    finalWorstPathRequiredPeriod_ns 4.69 \
    clock-root-buffer "clkbuf_16" \
]
-- synth_stat cells, drive strengths merged --
master	number	area share
nor2b	5	0.0030
nor3b	1	0.00071
nand3	2	0.00095
a21oi	1	0.00048
clkbuf	3	0.0012
nand3b	2	0.0014
o311ai	1	0.00083
a311o	1	0.00095
inv	1	0.00036
nand4	2	0.0012
a211oi	7	0.0050
nor3	2	0.00095
a211o	1	0.00083
or3b	1	0.00083
or2	1	0.00060
ha	2	0.0024
mux4	64	0.14
clkinv	1	0.00036
dfxtp	11	0.021
xnor2	4	0.0040
and4	1	0.00083
nor4	2	0.0040
o41a	1	0.0011
a41oi	3	0.0032
mux2	6	0.0068
edfxtp	256	0.73
mux2i	35	0.033
xor2	4	0.0048
nor2	37	0.013
buf	25	0.014
nand2b	4	0.0024
nand2	3	0.0011
-- flip-flops by register name (all words and copies together) (netlist names), named ones only --
register,flops
m0.mem,256
r_ptr,4
w_ptr,4
-- worst max-delay path, stage by stage, from the launching register on --
cell	delay, ns
dfxtp_4	0.84
buf_4	0.62
mux4_2	0.59
mux2i_1	0.24
nor2_1	0.08
clkdlybuf4s50_1	0.42
-- final cells by class --
| type | count | area share |
|---|---|---|
| sequential | 267 | 0.620 |
| multi-input combinational | 193 | 0.199 |
| timing repair buffer | 89 | 0.0659 |
| clock buffer | 32 | 0.0544 |
| tap | 455 | 0.0446 |
| clock inverter | 15 | 0.0152 |
| inverter | 2 | 0.000588 |
-- power by group --
group | internal (µW) | switching, µW
Sequential | 1880 | 48.1
Clock | 896 | 590
Combinational | 300 | 211
-- placed cells by master, fill, tap and decap left out, types with 5 or more instances in the layout --
cell               n
a211oi_4           7
buf_4             20
clkbuf_1           5
clkbuf_16         27
clkdlybuf4s50_1   69
clkinv_1           6
dfxtp_1            8
edfxtp_1         256
mux2_2             5
mux2i_1           35
mux4_2            64
nor2_1            37
nor2b_1            5
-- through the flow --
| step | std cells | area [µm²] | hold WS (ns) |
|---|---|---|---|
| 5_1_grt | 1053 | 12800 | 0.633 |
| 6_report | 1053 | 12800 | 0.597 |
| 3_3_place_gp | 1006 | 11900 | 0.584 |
| 3_5_place_dp | 1006 | 11900 | 0.589 |
| 2_1_floorplan | 490 | 10500 | 0.551 |
| 4_1_cts | 1053 | 12800 | 0.598 |
-- final timing paths --
kind	to	slack [ns]
min reg2reg	flop	0.60
min	flop	0.60
max	dout[25]	2.01
max reg2reg	m0.mem[2][4]$_DFFE_PP_	3.75
-- kinds of logic after synthesis --
logic type	Yosys count
AOI/OAI and AO/OA	15
xor gates and xnor gates	8
adders and majority gates	2
buffers and inverters	30
DFF	267
muxes	105
and+or+nand+nor	63
-- per-layer routing --
layer  vias to the layer above  global-route usage
li1                       2197                   -
met1                      2436               0.150
met2                       325               0.208
met3                        33              0.0954
met4                         2              0.0192
met5                         -             0.00549
Power and IR drop assume default switching activity.
